<file path="./run.sh">
#!/bin/bash
# OpenROAD 26Q1-2900-gdf79404cd8, Yosys 0.63+post, stock flow scripts
make -C /OpenROAD-flow-scripts/flow DESIGN_CONFIG=/design/flow/config.mk WORK_HOME=/design/flow/orfs finish
</file>
<file path="./config.mk">
export PLATFORM = sky130hd
export DESIGN_NAME = async_transmitter
export DESIGN_NICKNAME = async_transmitter
export VERILOG_FILES = /design/flow/design.v
export SDC_FILE = /design/flow/constraint.sdc
export NUM_CORES = 4
export LEC_CHECK = 1
export CORE_AREA = 10 10 97 97
export DIE_AREA = 0 0 107 107
</file>
<file path="./constraint.sdc">
current_design async_transmitter

set clk_period 3.6
set clk_io_pct 0.2

create_clock -name clk0 -period $clk_period [get_ports {clk}]

set non_clock_inputs [all_inputs -no_clocks]
set_input_delay [expr $clk_period * $clk_io_pct] -clock clk0 $non_clock_inputs
set_output_delay [expr $clk_period * $clk_io_pct] -clock clk0 [all_outputs]
</file>
<file path="./design.v">
module async_transmitter(clk, TxD_start, TxD_data, TxD, TxD_busy);
input clk, TxD_start;
input [7:0] TxD_data;
output TxD, TxD_busy;
parameter ClkFrequency = 50000000;	 
parameter Baud = 115200;
parameter RegisterInputData = 1;	 
parameter BaudGeneratorAccWidth = 18;
reg [BaudGeneratorAccWidth:0] BaudGeneratorAcc;
wire [BaudGeneratorAccWidth:0] BaudGeneratorInc = ((Baud<<(BaudGeneratorAccWidth-4))+(ClkFrequency>>5))/(ClkFrequency>>4);
wire BaudTick = BaudGeneratorAcc[BaudGeneratorAccWidth];
wire TxD_busy;
always @(posedge clk) if(TxD_busy) BaudGeneratorAcc <= BaudGeneratorAcc[BaudGeneratorAccWidth-1:0] + BaudGeneratorInc;
reg [3:0] state;
wire TxD_ready = (state==0);
assign TxD_busy = ~TxD_ready;
reg [7:0] TxD_dataReg;
always @(posedge clk) if(TxD_ready & TxD_start) TxD_dataReg <= TxD_data;
wire [7:0] TxD_dataD = RegisterInputData ? TxD_dataReg : TxD_data;
always @(posedge clk)
case(state)
	4'b0000: if(TxD_start) state <= 4'b0001;
	4'b0001: if(BaudTick) state <= 4'b0100;
	4'b0100: if(BaudTick) state <= 4'b1000;   
	4'b1000: if(BaudTick) state <= 4'b1001;   
	4'b1001: if(BaudTick) state <= 4'b1010;   
	4'b1010: if(BaudTick) state <= 4'b1011;   
	4'b1011: if(BaudTick) state <= 4'b1100;   
	4'b1100: if(BaudTick) state <= 4'b1101;   
	4'b1101: if(BaudTick) state <= 4'b1110;   
	4'b1110: if(BaudTick) state <= 4'b1111;   
	4'b1111: if(BaudTick) state <= 4'b0010;   
	4'b0010: if(BaudTick) state <= 4'b0011;   
	4'b0011: if(BaudTick) state <= 4'b0000;   
	default: if(BaudTick) state <= 4'b0000;
endcase
reg muxbit;
always @( * )
case(state[2:0])
	3'd0: muxbit <= TxD_dataD[0];
	3'd1: muxbit <= TxD_dataD[1];
	3'd2: muxbit <= TxD_dataD[2];
	3'd3: muxbit <= TxD_dataD[3];
	3'd4: muxbit <= TxD_dataD[4];
	3'd5: muxbit <= TxD_dataD[5];
	3'd6: muxbit <= TxD_dataD[6];
	3'd7: muxbit <= TxD_dataD[7];
endcase
reg TxD;
always @(posedge clk) TxD <= (state<4) | (state[3] & muxbit);   
endmodule
</file>
==> impl_metrics.ini <==
; flow metrics
[run_status]
outcome = complete, no violations

[floorplan]
dieHeight_um = 107
ios = 12
row_count = 31
core_area_um2 = 7292
die_w_um = 107
die_area_um2 = 11450
initial_core_util = 0.1887

[yosys]
syn-cell-area_um2 = 1376
ys_top_cells_by_area = edfxtp_1 63%, xnor2_1 4.5%, xor2_1 4.5%, mux4_2 3.3%, a21oi_1 2.5%
top_cell_area_share = 0.6327
ys_types = 30
ys_ff = 30
ys_seq_share = 0.6473
yosysWarnings = 1
ys_area_um2 = 1376
synthXorXnorAreaFrac = 0.08909
mux_share = 0.04000
avgSynthCellArea_um2 = 13.49
compound_area_frac = 0.07455
synth.logic.top_family = simple AND/OR/NAND/NOR gates
simple_gate_area_frac = 0.1173
netlist_instances = 102
yosys.area.top_type = edfxtp_1
ys_cells = 102
fa_ha_area_frac = 0.009091

[pwr]
p_total_uw = 714.0
power.leakage_nw = 0.5874
vdd_drop_max_uv = 280.3
power.density_nw_per_um2 = 418.3

[drt]
wl_per_cell_um = 10.22
drc = 0
via_per_inst = 3.585
wirelength_um = 2217
diodes = 0
dr.pass1.iters = 4
vias = 778
ant_nets = 0
drtIter0Drc = 24

[clocking]
clock_path_buffers = 2
worstSkewPairLatency_ns = 0.28
cts_hold_buf = 0
htreeDepth = 2
clkSlewWorstSetupHoldPaths_ns = 0.07
clkSinkCount = 30
cts_tree = yes
cts_setup_buffers = 0
cts_resized = 0
cts_buffers = 5
root_buffer = clkbuf_8

[worst_setup_path]
reg2reg_depth = 3
start_kind = flip-flop
worstSetupPathType = flip-flop to output pin
r2r-start = state[0]
crit_chain = nor4_1, inv_1, clkdlybuf4s50_1
required_ns = 2.88
slowest_delay_ns = 0.53
cp_slowest_cell = clkdlybuf4s50_1
critPathTopFamily = buffers and inverters
crit_fanout = 19
crit_arrival_ns = 2.10
critPathBufInv = 2
cp_num_cells = 3
endpoint_kind = output pin
startpoint = state[0]

[global_routing]
grt_antenna_before_repair = 0
grtUsageTotal = 0.04138
grt_pass1_vias = 776
gr-total-overflow = 0
grt_pass1_wl_um = 3822
grt_max_degree = 20

[sta]
finalCritPeriodShare = 0.7844
finalSetupViolations = 0
slew_viol_final = 0
rsz0062_at_grt = no
worstMarginPinSlew_ns = 0.6978
final-hold-violation-count = 0
fmax_mhz = 354.2
final.min_clock_period_ns = 2.824
tns_ns = 0
finClkSkew_ns = 0.006462
slew_headroom = 0.5343

[cells_and_area]
lay_top_count = edfxtp_1
drive_gt1_frac = 0.1186
stdcell_count = 217
lay_top_cells = 29 x edfxtp_1, 11 x clkdlybuf4s50_1
area_growth_pct = 24.00

[min_path]
min_from = BaudGeneratorAcc[17]
min_path_cells = 1
holdCritPathClass = flip-flop to flip-flop

[job]
cap_violations = 0
tool_warnings = 25

[placed_design]
dp.cells = 209
numPortBuffers = 11
dp_hpwl_um = 1540
routabilityCongestion = 0.7763
==> per-stage QoR <==
stage          hold WS [ns]  utilization  instance area [um2]  setup WS (ns)
6_report             0.5993       0.2340                 1707         0.7763
5_1_grt              0.6291       0.2340                 1707         0.5794
4_1_cts              0.5897       0.2340                 1707         0.7417
3_5_place_dp         0.5683       0.2191                 1598          1.057
3_3_place_gp         0.5643       0.2191                 1598          1.052
2_1_floorplan        0.5413            -                 1376          1.773
==> path summary, 6_finish.rpt <==
kind	to	slack [ns]
setup / recovery	TxD_busy	0.78
hold / removal	BaudGeneratorAcc[17]	0.60
setup reg to reg	state[2]	1.72
hold reg to reg	BaudGeneratorAcc[17]	0.60
==> power breakdown <==
group,switching (mW),total [mW],leakage [nW],internal (mW)
sequential,0,0.378,0.291,0.378
combinational,0.00139,0.00981,0.238,0.00842
clock,0.123,0.326,0.0579,0.203
==> layout make-up <==
class / instances / area [um2]
Timing Repair Buffer: 11 / 110.1
Inverter: 5 / 18.77
Clock inverter: 3 / 40.04
Clock buffer: 5 / 68.82
Sequential cell: 30 / 890.9
Fill cell: 804 / 5585
Tap cell: 99 / 123.9
Multi-Input combinational cell: 64 / 454.2
==> cells in the mapped netlist (all sizes together) <==
cell type	instances
a21oi	7
a21o	2
inv	5
nand2b	1
or3	1
mux2i	1
and4	1
a211oi	1
o21ai	2
buf	1
o211ai	1
dfxtp	1
xnor2	7
nor2	6
nor3	3
and3	1
clkbuf	2
edfxtp	29
o21bai	1
o22ai	1
xor2	7
ha	1
nand4	2
nor4	2
nor2b	2
nand3	4
and2	1
mux4	2
nand2	7
==> kinds of logic (layout without fill, tap and decap cells) <==
| family | count (synthesis) | after routing |
|---|---|---|
| buffers and inverters | 8 | 24 |
| AND-OR/OR-AND | 15 | 15 |
| adder cells (fa/ha/maj) | 1 | 1 |
| AND/OR/NAND/NOR | 31 | 31 |
| XOR/XNOR | 14 | 14 |
| flip-flops | 30 | 30 |
| multiplexers | 3 | 3 |
==> worst reg2reg max path, delay by kind of cell (launching register included) <==
family | cells | cell delay (ns)
AND-OR/OR-AND | 1 | 0.34
AND/OR/NAND/NOR | 1 | 0.37
flip-flops | 1 | 0.52
buffers and inverters | 1 | 0.40
==> sequential cells by signal, summed over array words and instances, names as in the netlist <==
register and flops:
BaudGeneratorAcc 17, state 4, TxD_dataReg 8, TxD 1
==> routing by layer <==
metal,track usage,vias up,part of all wire
li1,-,404,-
met1,0.05885,353,0.49
met2,0.05751,15,0.41
met3,0.01698,6,0.061
met4,0.01064,0,0.030
met5,0,-,0
Power figures rest on the tool's default switching activity, not on a simulated workload.
