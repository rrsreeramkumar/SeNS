### flow/design.v
module async_receiver(clk, RxD, RxD_data_ready, RxD_data, RxD_endofpacket, RxD_idle);
input clk, RxD;
output RxD_data_ready;   
output [7:0] RxD_data;
parameter ClkFrequency = 50000000;  
parameter Baud = 115200;
output RxD_endofpacket;   
output RxD_idle;   
parameter Baud8 = Baud*8;
parameter Baud8GeneratorAccWidth = 18;
wire [Baud8GeneratorAccWidth:0] Baud8GeneratorInc = ((Baud8<<(Baud8GeneratorAccWidth-7))+(ClkFrequency>>8))/(ClkFrequency>>7);
reg [Baud8GeneratorAccWidth:0] Baud8GeneratorAcc;
always @(posedge clk) Baud8GeneratorAcc <= Baud8GeneratorAcc[Baud8GeneratorAccWidth-1:0] + Baud8GeneratorInc;
wire Baud8Tick = Baud8GeneratorAcc[Baud8GeneratorAccWidth];
reg [1:0] RxD_sync_inv;
always @(posedge clk) if(Baud8Tick) RxD_sync_inv <= {RxD_sync_inv[0], ~RxD};
reg [1:0] RxD_cnt_inv;
reg RxD_bit_inv;
always @(posedge clk)
if(Baud8Tick)
begin
	if( RxD_sync_inv[1] && RxD_cnt_inv!=2'b11) RxD_cnt_inv <= RxD_cnt_inv + 2'h1;
	else 
	if(~RxD_sync_inv[1] && RxD_cnt_inv!=2'b00) RxD_cnt_inv <= RxD_cnt_inv - 2'h1;
	if(RxD_cnt_inv==2'b00) RxD_bit_inv <= 1'b0;
	else
	if(RxD_cnt_inv==2'b11) RxD_bit_inv <= 1'b1;
end
reg [3:0] state;
reg [3:0] bit_spacing;
wire next_bit = (bit_spacing==4'd10);
always @(posedge clk)
if(state==0)
	bit_spacing <= 4'b0000;
else
if(Baud8Tick)
	bit_spacing <= {bit_spacing[2:0] + 4'b0001} | {bit_spacing[3], 3'b000};
always @(posedge clk)
if(Baud8Tick)
case(state)
	4'b0000: if(RxD_bit_inv) state <= 4'b1000;   
	4'b1000: if(next_bit) state <= 4'b1001;   
	4'b1001: if(next_bit) state <= 4'b1010;   
	4'b1010: if(next_bit) state <= 4'b1011;   
	4'b1011: if(next_bit) state <= 4'b1100;   
	4'b1100: if(next_bit) state <= 4'b1101;   
	4'b1101: if(next_bit) state <= 4'b1110;   
	4'b1110: if(next_bit) state <= 4'b1111;   
	4'b1111: if(next_bit) state <= 4'b0001;   
	4'b0001: if(next_bit) state <= 4'b0000;   
	default: state <= 4'b0000;
endcase
reg [7:0] RxD_data;
always @(posedge clk)
if(Baud8Tick && next_bit && state[3]) RxD_data <= {~RxD_bit_inv, RxD_data[7:1]};
reg RxD_data_ready, RxD_data_error;
always @(posedge clk)
begin
	RxD_data_ready <= (Baud8Tick && next_bit && state==4'b0001 && ~RxD_bit_inv);   
	RxD_data_error <= (Baud8Tick && next_bit && state==4'b0001 &&  RxD_bit_inv);   
end
reg [4:0] gap_count;
always @(posedge clk) if (state!=0) gap_count<=5'h00; else if(Baud8Tick & ~gap_count[4]) gap_count <= gap_count + 5'h01;
assign RxD_idle = gap_count[4];
reg RxD_endofpacket; always @(posedge clk) RxD_endofpacket <= Baud8Tick & (gap_count==5'h0F);
endmodule
### flow/run.sh
#!/bin/bash
# OpenROAD 26Q1-2900-gdf79404cd8, Yosys 0.63+post, stock flow scripts
make -C /OpenROAD-flow-scripts/flow DESIGN_CONFIG=/design/flow/config.mk WORK_HOME=/design/flow/orfs finish
### flow/config.mk
export PLATFORM = sky130hd
export DESIGN_NAME = async_receiver
export DESIGN_NICKNAME = async_receiver
export VERILOG_FILES = /design/flow/design.v
export SDC_FILE = /design/flow/constraint.sdc
export NUM_CORES = 4
export LEC_CHECK = 1
export CORE_UTILIZATION = 40
### flow/constraint.sdc
current_design async_receiver

set clk_period 1.9
set clk_io_pct 0.2

create_clock -name clk0 -period $clk_period [get_ports {clk}]

set non_clock_inputs [all_inputs -no_clocks]
set_input_delay [expr $clk_period * $clk_io_pct] -clock clk0 $non_clock_inputs
set_output_delay [expr $clk_period * $clk_io_pct] -clock clk0 [all_outputs]
==> run summary <==
run results: crit path time final=1.50 ns, vias per cell=between 4 and 5, final setup fails=0, Inserted Clock Buffers=5, Flop pwr share=0.580, Via Count=1,017, crit-path max FO=4, Yosys top cell by instances=dfxtp_1, Adder Area Share=0.0512, fraction of the cycle the final worst path needs=0.792, Clock H-tree levels=2, simple share=0.157, Mux cell area share=0.00586, input/output buffers=12, clk sinks=~42, critical path type=flip-flop to flip-flop, Yosys Instances=151, Crit path required time=1.85 ns, Clock Power Share=0.419, Max clock buf depth=2, main flop type=dfxtp_1, Worst setup EP type=flip-flop, final slew viol count=0, Latency at later pin=0.29 ns, outcome=finished, final reports clean, placer congestion estimate=0.732, count of final hold-check violations=0, ys async rst share=0, Mean Syn Cell Area=about 11 um2, Post-synth area hogs=edfxtp_1 (30%), dfxtp_1 (29%), ha_1 (5.1%), Area growth syn-to-layout=16.0%, ao+oa area frac=0.0615, Internal=about 1.3 mW, EDFF count, synth=17, Hold Crit Class=flip-flop to flip-flop, # IOs=13, starting DRC count in detailed routing=roughly 93, Root Buffer=clkbuf_8, Reg clk slew, reported paths=~0.080 ns, number of warnings in the stage logs=27, Worst Max-Slew Pin Slew=~0.64 ns, Main logic family=simple AND/OR/NAND/NOR gates, CORE AREA=between 4000 and 5000 um2, r2r worst-path depth=6, router iterations before antenna repair=4, Die X-Extent=slightly below 70 um, final worst slack=about 0.40 ns, max_cap viols=0, switching share of total power=0.174, post-synthesis cell count=151, ys flops=about 42, Routed Wire Length=approximately 2300 um, Synth top area share=0.299, RSZ-0062 raised after global routing=no, largest net degree at the start of global routing=16, maximum clock rate=665 MHz, vias in the first global route=roughly 950, initial antenna violation count=0, dpl hpwl=1640 um, Post-CTS Setup Inserts=0, total gr overflow=0, total die size=between 4000 and 5000 um2, Mapped Area=roughly 1700 um2, register area share after synthesis=0.592, # hold bufs at CTS=0, DP Worst Slack=between 0.4 and 0.5 ns, Worst VDD drop=about 0.36 mV, CTS tree=yes, Power Dens Cells=808 nW/um2, yosys synthesis chip area=about 1700 um2, Comb pwr share=0.002, total power=between 1.5 and 2 mW, Max Clock Skew=approximately 0.0071 ns, Yosys Warn Count=1, first-pass GRT wire length=approximately 4000 um, xor+xnor area frac=0.102, CP Launch Type=flip-flop, switching power=roughly 0.28 mW, post-detailed-route count of antenna-violating nets=0, fin area=around 2000 um2, PostCTS Resize Cnt=0, register area=1010 um2, placed inst area=between 1500 and 2000 um2, drt wl/cell=10.7 um, Fillers=358, Die Height=67.4 um, fp util=0.421, layout cell share with drive strength beyond 1=0.0599, Unique cell types=36, Rows=23, # diodes=0, drt drc=0, cell taking the most area after synthesis=edfxtp_1, Worst Hold Depth=1, gr usage total=0.120, P_leak=0.781 nW, MI comb area=646 um2, Arr. time, crit path=1.45 ns, top cells by count=dfxtp_1 (25), edfxtp_1 (17), nand2_1 (14), nor2_1 (14), relative slew slack=0.571, Sum Neg Setup Slack=0 ns
## power groups by stage
stage / Sequential, mW / Clock (mW) / Combinational [mW]
4_1_cts: 0.929 / 0.688 / 0.00249
5_1_grt: 0.929 / 0.722 / 0.00265
6_report: 0.929 / 0.671 / 0.00241
## per-stage QoR
stage	hold slack (ns)	std cells	util
floorplan	0.385	151	-
global placement	0.398	209	0.463
detailed placement	0.408	209	0.463
CTS	0.428	217	0.489
global route	0.455	217	0.489
finish	0.428	217	0.489
## kinds of logic after synthesis
group,count (synthesis)
multiplexers,1
adder cells (fa/ha/maj),7
buffers and inverters,14
AND/OR/NAND/NOR,52
flip-flops,42
XOR/XNOR,20
AND-OR/OR-AND,15
## layout by cell type (no fill, tap or decap), types with 2 or more instances in the layout
cell type and n:
a21oi_1 5, nand2_1 14, nor2b_1 4, clkbuf_1 2
ha_1 7, dfxtp_1 25, inv_1 10, xor2_1 10
clkbuf_8 5, xnor2_1 10, nor2_1 14, and2_1 3
nand2b_1 3, edfxtp_1 17, nand4_1 2, and3_1 2
clkdlybuf4s50_1 12
## worst max-delay path, cell delays in order, from the launching register on
cell	delay (ns)
dfxtp_1	0.35
inv_1	0.07
ha_1	0.15
nand3b_1	0.09
nand2_1	0.07
o21ai_0	0.07
a21oi_1	0.36
## layer usage
metal / track usage / vias to the layer above / part of all wire
met1: 0.178 / 457 / 0.51
met3: 0.0411 / 6 / 0.040
li1: - / 538 / -
met4: 0.0213 / 0 / 0.019
met2: 0.180 / 16 / 0.43
met5: 0 / - / 0
## flip-flops by register name, indices dropped and copies added, names as in the netlist
signal             flops
Baud8GeneratorAcc     14
RxD_data               8
gap_count              5
bit_spacing            4
state                  4
RxD_cnt_inv            2
RxD_sync_inv           2
RxD_bit_inv            1
RxD_data_ready         1
RxD_endofpacket        1
## layout make-up
cell class,instances,area share
clock buffer,7,0.0385
inverter,10,0.0189
multi-input combinational,95,0.326
tap,50,0.0315
clock inverter,1,0.0151
timing repair buffer,12,0.0606
sequential,42,0.510
## path summary, 6_finish.rpt
| path | start | slack, ns | end |
|---|---|---|---|
| setup / recovery | bit_spacing[0]$_SDFFE_PN0P_ | 0.40 | state[1]$_DFFE_PP_ |
| hold / removal | Baud8GeneratorAcc[5]$_DFF_P_ | 0.43 | Baud8GeneratorAcc[5]$_DFF_P_ |
| setup reg to reg | bit_spacing[0]$_SDFFE_PN0P_ | 0.40 | state[1]$_DFFE_PP_ |
| hold reg to reg | Baud8GeneratorAcc[5]$_DFF_P_ | 0.43 | Baud8GeneratorAcc[5]$_DFF_P_ |
Power and IR drop assume default switching activity.
